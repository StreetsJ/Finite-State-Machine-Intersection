==> flow/design.v <==
`timescale 1ns / 1ps
`default_nettype none
module tlc_fsm(
    output reg [2:0] state,      
    output reg RstCount,         
    output reg [1:0] highwaySignal, farmSignal,
    input wire [30:0] Count,    
    input wire Clk, Rst          
    );
    parameter Srst = 3'b111,
              S0 = 3'b000,
              S1 = 3'b001,
              S2 = 3'b010,
              S3 = 3'b011,
              S4 = 3'b100,
              S5 = 3'b101,
              red = 2'b01,
              green = 2'b11,
              yellow = 2'b10;
    reg [2:0] nextState;  
    always@(*) 
    case(state) 
        Srst:
            begin                  
                farmSignal = red;
                highwaySignal = red; 
                RstCount = 1;
                nextState = S0; 
            end 
        S0: 
            begin 
                highwaySignal = red;
                farmSignal = red; 
                if(Count == 1) begin
                    nextState = S1;
                    RstCount = 1;end    
                else begin
                    nextState = S0;
                    RstCount = 0; end
            end
        S1: 
            begin                   
                farmSignal = red;
                highwaySignal = green;
                if(Count == 30) begin
                    nextState = S2; 
                    RstCount = 1; end
                else begin
                    nextState = S1; 
                    RstCount = 0; end
            end
        S2: 
            begin                 
                farmSignal = red;
                highwaySignal = yellow;
                if(Count == 3) begin
                    nextState = S3;
                    RstCount = 1; end
                else begin
                    nextState = S2;
                    RstCount = 0; end
            end
        S3: 
            begin                 
                farmSignal = red;
                highwaySignal = red;
                if(Count == 1) begin
                    nextState = S4;
                    RstCount = 1; end
                else begin
                    nextState = S3;
                    RstCount = 0; end
            end
        S4: 
            begin            
                farmSignal = green;
                highwaySignal = red;
                if(Count == 15) begin
                    nextState = S5;
                    RstCount =1; end
                else begin
                    nextState = S4;
                    RstCount =0; end
            end
        S5: 
            begin             
                farmSignal = yellow;
                highwaySignal = red;
                if(Count == 3) begin
                    nextState = S0;
                    RstCount = 1; end
                else begin
                    nextState = S5;
                    RstCount =0; end
            end
    endcase
    always@(posedge Clk)
        begin
            if(Rst)                   
                state <= Srst; 
            else
                state <= nextState;
        end 
endmodule
==> flow/run.sh <==
#!/bin/bash
# OpenROAD 26Q1-2900-gdf79404cd8, Yosys 0.63+post, stock flow scripts
make -C /OpenROAD-flow-scripts/flow DESIGN_CONFIG=/design/flow/config.mk WORK_HOME=/design/flow/orfs finish
==> flow/config.mk <==
export PLATFORM = sky130hd
export DESIGN_NAME = tlc_fsm
export DESIGN_NICKNAME = tlc_fsm
export VERILOG_FILES = /design/flow/design.v
export SDC_FILE = /design/flow/constraint.sdc
export NUM_CORES = 4
export LEC_CHECK = 1
export CORE_AREA = 10 10 70 70
export DIE_AREA = 0 0 80 80
==> flow/constraint.sdc <==
current_design tlc_fsm

set clk_period 1.0
set clk_io_pct 0.2

create_clock -name clk0 -period $clk_period [get_ports {Clk}]

set non_clock_inputs [all_inputs -no_clocks]
set_input_delay [expr $clk_period * $clk_io_pct] -clock clk0 $non_clock_inputs
set_output_delay [expr $clk_period * $clk_io_pct] -clock clk0 [all_outputs]
==> datasheet_impl.txt <==
Characteristics after synthesis and place and route

Parameter                              Value

Run status
  Status .................. completed

Placed design
  Placed cells .................. 153
  HPWL Detailed .................. 1.60 mm
  Port bufs .................. 40
  Cell area after placement .................. 0.00100 mm²
  Placer's final routability congestion estimate .................. 0.800

Critical path
  Slowest Stage Delay on Critical Path .................. 310 ps
  Capturing element type of the critical path .................. output pin
  Critical path fanouts, max .................. 2
  Library cell contributing the largest single delay on the critical path .................. dfxtp_2
  CP Data Required Time .................. 800 ps
  Count of buffer and inverter cells on the critical path .................. 1
  Setup CP Type .................. flop to output pin
  Critical-path cell list .................. dlygate4sd2_1
  Cell family with the largest share of critical-path delay .................. flip-flops
  Arrival time reported for the critical path endpoint .................. 770 ps
  Category of the worst setup path launch point .................. flop

Pwr
  Cell Pwr Density .................. 545 mW/mm²
  Internal cell power .................. 0.439 mW
  Portion of total power attributed to combinational logic .................. 37.9%
  Leakage power of the design .................. 0.404 nW
  Switching power share of the total .................. 22.6%
  Share of power burned in registers .................. 25.1%
  Clk pwr share .................. 37.0%
  Largest voltage drop on the vdd net .................. 0.183 mV
  Net switching power .................. 0.128 mW

Yosys
  Top cells by area in the synthesized netlist .................. dlxtn_1 22%, dfxtp_1 11%, nor4_1 6.9%
  Number of enable flip-flop cells .................. 0
  Warnings from Yosys .................. 1
  Async set-reset flop share out of synthesis .................. 0%
  Mapped cell area .................. 547 µm²
  Yosys-reported design area after synthesis .................. 547 µm²
  Cell type with the highest aggregate area in the netlist .................. dlxtn_1
  Syn Inst Count .................. 66
  Average cell area after synthesis .................. 8.28 µm²
  Count of distinct cell types in the synthesized netlist .................. 30
  Primary FF master, synth .................. dlxtn_1
  Synth Register Bits .................. 11
  Cell types with the highest counts after synthesis .................. 8 x dlxtn_1, 7 x nand2_1, 6 x nor4_1
  Most used standard cell by instance count after synthesis .................. dlxtn_1
  Area share of the largest cell type after synthesis .................. 22.0%
  Cells in synth_stat.txt .................. 66

Routing
  Wire length on met1 .................. 789 µm
  Length of routed met3 wiring .................. 250 µm
  Iter 0 DRT Violations .................. 5
  Average routed wire per standard cell .................. 11.6 µm
  Top Metal Used .................. met3
  Number of nets with antenna violations after detailed routing .................. 0
  Vias per inst .................. 4.28
  Total number of vias .................. 676
  Total wire length .................. 1.83 mm
  Routed length on met2 .................. 790 µm
  Remaining DRCs .................. 0
  Ant. Diodes .................. 0
  Detailed-router iteration count before antenna repair .................. 4

CTS
  H-tree lvl count .................. 1
  Buffer cell driving the clock tree root .................. clkbuf_4
  Number of buffers created by CTS .................. 3
  Largest buffer count on any clock path .................. 2
  Clock-pin slew of the registers on the worst-case setup and hold paths .................. 40 ps
  CTS tree .................. done

Timing
  Max-slew violation count .................. 0
  Hold Slack .................. 589 ps
  Worst slew margin relative to its limit .................. 72.6%
  Count of endpoints without a timing constraint .................. 13
  Number of register pins that no clock reaches .................. 8
  Slew @ Worst Pin .................. 409 ps
  Final setup fails .................. 0
  Total count of hold-check failures in the final report .................. 0
  RSZ-0062 raised after global routing .................. no
  Achievable frequency .................. 1030 MHz
  Portion of the clock cycle consumed by the worst path in the final layout .................. 96.6%
  Minimum period implied by the final worst setup slack .................. 966 ps

Global route
  Number of antenna violations at the first check in global routing .................. 0
  Global-route wire length before repair .................. 3.04 mm
  Total congestion overflow .................. 0
  Maximum number of pins on one net before global-route repair .................. 13
  Global router's overall resource usage .................. 5.75%
  Number of global-route vias before repair .................. 700

Job
  OpenROAD warnings .................. 25
  Reported max-cap violation count .................. 0

Layout
  Count of non-filler cells in the finished layout .................. 158
  Final design area excluding fillers .................. 0.00104 mm²
  Area delta synth->final .................. 90.4%
  Fraction of layout cells with a size suffix above 1 .................. 18.8%

Floorplanning
  Standard-cell rows .................. 21
  Die width .................. 80 µm
  Chip Footprint .................. 0.00640 mm²
  Core Box Area .................. 0.00342 mm²
  Core Util at FP .................. 16.0%
  Die height .................. 80 µm
  Boundary pin count .................. 41

Worst hold path
  Worst min-delay path class .................. primary input to flop
## final cells by class
class                      count  area, µm²
clock buffer                   4       26.3
fill                         386       2370
inverter                       3       11.3
multi-input combinational     50        333
sequential                    11        184
tap                           46       57.6
timing repair buffer          44        429
## power groups by stage
| stage | logic, mW | clock network, mW | registers (mW) |
|---|---|---|---|
| CTS | 0.216 | 0.225 | 0.142 |
| global route | 0.235 | 0.251 | 0.143 |
| finish | 0.215 | 0.210 | 0.142 |
## routing by layer
metal | up-vias | track usage [%]
li1 | 344 | -
met2 | 30 | 8.91
met1 | 302 | 6.87
met4 | 0 | 0.704
met3 | 0 | 3.41
met5 | - | 0
## cells by family (layout without fill, tap and decap cells)
logic type	count (synthesis)	in the layout	share of synthesized area [%]
latches	8	8	22.0
buffers and inverters	5	51	6.18
and+or+nand+nor	40	40	44.9
AOI/OAI and AO/OA	9	9	14.4
DFF	3	3	11.0
xor gates and xnor gates	1	1	1.60
## placed cells by master, fill, tap and decap left out
| cell | n |
|---|---|
| o32ai_1 | 1 |
| xnor2_1 | 1 |
| or2_2 | 3 |
| a21boi_0 | 1 |
| a31oi_1 | 1 |
| clkbuf_4 | 3 |
| a21o_1 | 1 |
| and2_4 | 1 |
| and3_1 | 2 |
| nand3_1 | 3 |
| clkdlybuf4s15_1 | 2 |
| a21oi_1 | 1 |
| buf_4 | 4 |
| a32o_1 | 1 |
| o32ai_2 | 1 |
| and3b_1 | 1 |
| nor4_1 | 6 |
| nor4_2 | 1 |
| inv_1 | 3 |
| o2bb2ai_1 | 1 |
| and2b_4 | 1 |
| dfxtp_2 | 3 |
| and4_2 | 3 |
| nand2_1 | 7 |
| nor3_1 | 2 |
| clkdlybuf4s50_1 | 37 |
| clkbuf_1 | 1 |
| dlxtn_1 | 8 |
| and4b_1 | 1 |
| nand4_1 | 2 |
| nor2b_1 | 1 |
| o221ai_1 | 1 |
| and3_2 | 1 |
| nor2_1 | 5 |
| dlygate4sd2_1 | 1 |
## flip-flops by register name, summed over array words and instances (netlist names)
register	cells
nextState	3
state	3
farmSignal	2
highwaySignal	2
RstCount	1
## stage by stage
step	power (mW)	TNS (ps)	utilization [%]	setup WS (ps)
after global placement	0.354	-69.7	29.4	-31.1
after global routing	0.629	0	30.5	6.90
after CTS	0.582	0	30.4	17.8
final	0.567	0	30.5	33.7
after floorplan	0.201	0	-	412
after detailed placement	0.359	-92.1	29.4	-40.2
## worst paths after layout
check | from | end | depth (start not counted) | slack (ps)
max | state[1] | state[1] | 1 | 30
min | Rst | state[1] | 2 | 590
## timing repair
item | 4_1_cts | 5_1_grt
hold buffers | 0 | 0
resized | 6 | 2
setup buffers | 1 | 0
endpoints found under the setup margin | 3 | 2
Power is estimated from default activity; no workload was simulated.
